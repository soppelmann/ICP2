===== flow/config.mk =====
export PLATFORM = sky130hd
export DESIGN_NAME = data_to_fifo
export DESIGN_NICKNAME = data_to_fifo
export VERILOG_FILES = /design/flow/design.v
export SDC_FILE = /design/flow/constraint.sdc
export NUM_CORES = 4
export LEC_CHECK = 1
export CORE_UTILIZATION = 50
export SYNTH_HDL_FRONTEND = slang

===== flow/constraint.sdc =====
current_design data_to_fifo

set clk_period 6.6
set clk_io_pct 0.2

create_clock -name clk0 -period $clk_period [get_ports {clock}]

set non_clock_inputs [all_inputs -no_clocks]
set_input_delay [expr $clk_period * $clk_io_pct] -clock clk0 $non_clock_inputs
set_output_delay [expr $clk_period * $clk_io_pct] -clock clk0 [all_outputs]

===== flow/design.v =====
interface clock_if ();
    logic clock;
endinterface : clock_if
interface data_fifo_if (input logic clk, input logic rst_n);
    logic fifo_request_data;
    logic fifo_empty;
    logic [7:0] fifo_data;
    logic fifo_overflow;
endinterface : data_fifo_if
interface parallel_data_if (input logic clk, input logic rst_n);
    logic data_valid;
    logic [7:0] data;
    logic parity_error;
endinterface : parallel_data_if
interface reset_if (input logic clk);
    logic reset_n;
endinterface : reset_if
interface serial_data_if (input logic clk, input logic rst_n);
    logic start_bit;
    logic serial_data;
    logic parity_enable;
endinterface : serial_data_if
module data_to_fifo(
    input logic         clock,
    input logic         reset_n,
    input logic         data_valid,
    input logic [7:0]   data,
    input logic         parity_error,
    input logic         fifo_request_data,
    output logic        fifo_empty,
    output logic        fifo_overflow,
    output logic [7:0]  fifo_data);
    parameter depth = 4;
    logic [depth-1:0][7:0] fifo_buffer;
    logic [depth-1:0] fifo_write_pointer, fifo_read_pointer;
    logic [depth-1:0] counter;
    logic overflow;
    always_ff @(posedge clock or negedge reset_n) begin
        if (~reset_n) begin
            fifo_write_pointer <= '0;
            fifo_read_pointer <= '0;
            fifo_empty <= '1;
            fifo_overflow <= '0;
            fifo_data <= '0;
            overflow = '0;
            counter = '0;
        end
        else begin
            fifo_empty <= (counter == 0 ? 1 : 0);
            if (fifo_request_data==1 && counter != 0) begin
                fifo_data <= fifo_buffer[fifo_read_pointer];
                fifo_read_pointer = (fifo_read_pointer == depth-1 ? 0 : fifo_read_pointer+1);
                counter -= 1;
                overflow = 0;
            end
            if (data_valid==1 && parity_error==0 && overflow==0) begin
                if (counter < depth) begin
                    fifo_buffer[fifo_write_pointer] = data;
                    fifo_write_pointer = (fifo_write_pointer == depth-1 ? 0 : fifo_write_pointer+1);
                    counter += 1;
                end
                else overflow = 1;
            end
            fifo_overflow <= overflow;
        end
    end
endmodule

===== flow/run.sh =====
#!/bin/bash
# OpenROAD 26Q1-2900-gdf79404cd8, Yosys 0.63+post, stock flow scripts
make -C /OpenROAD-flow-scripts/flow DESIGN_CONFIG=/design/flow/config.mk WORK_HOME=/design/flow/orfs finish

==> impl_metrics.yaml <==
# yosys + openroad results
outcome:
  status: "finished clean"
cts:
  cts_setup_buffers: 0
  clk_path_buf_depth: 2
  clockRootBuffer: "clkbuf_8"
  htreeDepth: 2
  cts-hold-fix-buffers: 0
  clk_pin_slew_ns: 0.09
  ctsResizeCount: 0
  cts_tree: "done"
  numCtsBuffers: 5
  clock_latency_ns: 0.30
  cts_sinks: 54
logic_synthesis:
  yosysUniqueCellTypes: 36
  ys_seq_share_pct: 66.83
  yosysCellCount: 138
  synth-warning-count: 0
  ys.flops: 54
  synth-async-reset-ratio_pct: 40.74
  ys_chip_area_um2: 2263
  avgSynthCellArea_um2: 16.40
  edf_count: 32
  synth_area_um2: 2263
  synth_cells: 138
  flop_cell: "edfxtp_1"
power_and_ir_drop:
  ir_drop_mv: 0.1914
  p_leak_nw: 0.9717
  p_per_area_nw_per_um2: 361.6
floorplan:
  fp-row-count: 24
  die_area_um2: 4800
  core_region_area_um2: 4354
  ioPinCount: 23
  die_y_um: 69.28
  die_w_um: 69.28
  fp_util_pct: 51.98
sta:
  final.setup.tns_ns: 0
  rsz0062_at_grt: "no"
  worst_clock_skew_ns: 0.003276
  layout_min_cycle_time_ns: 3.252
  clock.fmax_mhz: 307.5
  setup_viol: 0
  post-route-period-util_pct: 49.27
  drv_slew: 0
  relSlewSlack_pct: 57.19
  hold_violations: 0
  tightest_slew_ns: 0.6421
worst_setup_path:
  cp-end-kind: "register"
  critPathLaunchType: "input port"
  cp-startpoint: "fifo_request_data"
  crit_end: "fifo_buffer[9]$_DFFE_PP_"
  r2r_end: "fifo_buffer[9]$_DFFE_PP_"
  criticalPathCategory: "in2reg"
  rr_startpoint: "counter[0]$_DFF_PN0_"
  ff2ff_setup_slack_ns: 4.10
  critPathArrivalTime_ns: 3.22
  critPathMaxFanout: 12
  crit_required_ns: 6.56
  reg2reg_depth: 6
route:
  post_drt_wl_per_cell_um: 16.18
  route.detailed.drc: 0
  post_drt_via_cell_ratio: 5.468
  drt-total-wl_um: 3527
  first_iter_violations: 49
  vias: 1192
  antenna_left: 0
  first_pass_iters: 4
  antenna_cells: 0
job:
  maxCapViolCount: 0
  stage_log_warnings: 29
global_routing:
  track_usage_pct: 17.12
  grt_pass1_wl_um: 5899
  grt_pass1_vias: 1215
  grt_overflow: 0
  antenna_found_initial: 0
  grt_max_degree: 27
finish:
  finalNonFillerCells: 218
  layout-area-overhead-vs-synth_pct: 15.92
  drive_gt1_share_pct: 19.28
worst_hold_path:
  min_path_type: "reg2reg"
placement:
  gp_congestion: 0.7819
  dpl.cell_count: 210
  numPortBuffers: 22
  dp_hpwl_um: 2460
routing by layer:
metal	GRT usage, %	share of wire (%)	vias to the layer above
li1	-	-	569
met1	28.12	45	584
met2	24.27	46	35
met3	8.260	7.9	4
met4	1.814	1.1	0
met5	0	0	-
where the power goes:
| group | leakage, nW | switching [mW] | internal [mW] |
|---|---|---|---|
| Combinational | 0.371 | 0.102 | 0.177 |
| Clock | 0.0432 | 0.101 | 0.0752 |
| Sequential | 0.557 | 0.0725 | 0.421 |
Yosys cell counts (3+ instances only):
cell type	number	area [um^2]
and4_1	4	35.03
mux2_2	9	101.4
ha_1	6	75.07
nand2b_1	3	18.77
nand2_1	11	41.29
nor2b_1	3	18.77
nor2_1	3	11.26
xnor2_1	4	35.03
mux4_2	8	180.2
o21ai_0	4	20.02
dfrtp_1	21	525.5
inv_1	4	15.01
edfxtp_1	32	960.9
worst max-delay path, cell delays in order:
cell,delay [ns]
clkdlybuf4s50_1,0.54
nand2_1,0.10
or2_1,0.25
a21oi_2,0.46
and4_1,0.54
cells in the final DEF (no fill, tap or decap), types with 2 or more instances in the layout:
| master | netlist | routed |
|---|---|---|
| buf_4 | 0 | 2 |
| dfrtp_1 | 21 | 21 |
| inv_1 | 4 | 4 |
| a21oi_1 | 2 | 2 |
| nor2b_1 | 3 | 3 |
| nand2b_1 | 3 | 3 |
| mux4_2 | 8 | 8 |
| xnor2_1 | 4 | 4 |
| xor2_1 | 2 | 2 |
| and4_1 | 4 | 4 |
| o21ai_0 | 4 | 4 |
| clkdlybuf4s50_1 | 0 | 22 |
| ha_1 | 6 | 6 |
| clkbuf_8 | 0 | 5 |
| mux2_2 | 9 | 9 |
| nor2_1 | 3 | 3 |
| edfxtp_1 | 32 | 32 |
| nand2_1 | 11 | 11 |
kinds of logic (layout without fill, tap and decap cells):
logic type / count (synthesis) / in the layout / share of synthesized area (%)
buffers and inverters: 8 / 36 / 1.769
AOI/OAI and AO/OA: 14 / 14 / 4.367
DFF: 54 / 54 / 66.83
and+or+nand+nor: 32 / 32 / 8.514
adders and majority gates: 6 / 6 / 3.317
xor gates and xnor gates: 6 / 6 / 2.322
muxes: 18 / 18 / 12.88
registers in the layout, summed over array words and instances, names as in the netlist:
| name | cells |
|---|---|
| fifo_buffer | 32 |
| fifo_data | 8 |
| counter | 4 |
| fifo_read_pointer | 4 |
| fifo_write_pointer | 4 |
| fifo_empty | 1 |
| overflow | 1 |
final cells by class:
class	instances	area (um^2)
Fill cell	324	1730
Sequential cell	54	1513
Multi-Input combinational cell	76	710.7
Timing Repair Buffer	24	235.2
Clock buffer	6	72.57
Tap cell	52	65.06
Inverter	4	15.01
Clock inverter	2	12.51
worst min path at each step:
stage / start / to / slack [ns] / cells after the start
5_1_grt: fifo_read_pointer[3]$_DFFE_PN0N_ / fifo_read_pointer[3]$_DFFE_PN0N_ / 0.53 / 1
4_1_cts: fifo_write_pointer[3]$_DFFE_PN0P_ / fifo_write_pointer[3]$_DFFE_PN0P_ / 0.51 / 1
6_report: fifo_write_pointer[3]$_DFFE_PN0P_ / fifo_write_pointer[3]$_DFFE_PN0P_ / 0.50 / 1
through the flow:
stage	util (%)	total power, mW	hold slack, ns	setup slack, ns	cell area, um^2
final	60.26	0.9487	0.5017	3.348	2624
after CTS	60.26	0.9602	0.5090	3.328	2624
after global routing	60.26	1.014	0.5300	3.184	2624
after detailed placement	58.30	0.7835	0.4903	2.996	2539
after global placement	58.30	0.7739	0.4800	3.086	2539
after floorplan	-	0.6668	0.4556	3.902	2263
Power is estimated from default activity; no workload was simulated.
