==> /design/flow/design.v <==
interface clock_if ();
    logic clock;
endinterface : clock_if
interface data_fifo_if (input logic clk, input logic rst_n);
    logic fifo_request_data;
    logic fifo_empty;
    logic [7:0] fifo_data;
    logic fifo_overflow;
endinterface : data_fifo_if
interface parallel_data_if (input logic clk, input logic rst_n);
    logic data_valid;
    logic [7:0] data;
    logic parity_error;
endinterface : parallel_data_if
interface reset_if (input logic clk);
    logic reset_n;
endinterface : reset_if
interface serial_data_if (input logic clk, input logic rst_n);
    logic start_bit;
    logic serial_data;
    logic parity_enable;
endinterface : serial_data_if
module serial_to_parallel(
    input  logic       clock,
    input  logic       reset_n,
    input  logic       start_bit,
    input  logic       serial_data,
    input  logic       parity_enable,
    output logic       data_valid,
    output logic [7:0] data,
    output logic       parity_error);
    logic       active;
    logic [3:0] counter;
    always_ff @(posedge clock or negedge reset_n) begin
        if(~reset_n) begin
            data_valid   <= '0;
            data         <= '0;
            counter      <= '0;
            active       <= '0;  
            parity_error <= '0;
        end
        else begin
            if (data_valid) begin
                data_valid   <= '0;
                parity_error <= '0;
            end
            if (start_bit || active) begin
                if (counter <= 7) begin
                    data[counter] <= serial_data;
                end
                if (counter == (parity_enable ? 8 : 7)) begin
                    if (parity_enable) begin
                        parity_error <= (serial_data ^ data[7] ^ data[6] ^ data[5] ^ data[4] ^ data[3] ^ data[2] ^ data[1] ^ data[0]);
                    end
                    data_valid <= 1'b1;
                    active     <= '0;
                    counter    <= '0;
                end
                else begin
                    active  <= 1'b1;
                    counter <= counter + 1;
                end
            end
        end
    end
endmodule
==> /design/flow/run.sh <==
#!/bin/bash
# OpenROAD 26Q1-2900-gdf79404cd8, Yosys 0.63+post, stock flow scripts
make -C /OpenROAD-flow-scripts/flow DESIGN_CONFIG=/design/flow/config.mk WORK_HOME=/design/flow/orfs finish
==> /design/flow/config.mk <==
export PLATFORM = sky130hd
export DESIGN_NAME = serial_to_parallel
export DESIGN_NICKNAME = serial_to_parallel
export VERILOG_FILES = /design/flow/design.v
export SDC_FILE = /design/flow/constraint.sdc
export NUM_CORES = 4
export LEC_CHECK = 1
export CORE_AREA = 10 10 84 84
export DIE_AREA = 0 0 94 94
export SYNTH_HDL_FRONTEND = slang
==> /design/flow/constraint.sdc <==
current_design serial_to_parallel

set clk_period 1.6
set clk_io_pct 0.2

create_clock -name clk0 -period $clk_period [get_ports {clock}]

set non_clock_inputs [all_inputs -no_clocks]
set_input_delay [expr $clk_period * $clk_io_pct] -clock clk0 $non_clock_inputs
set_output_delay [expr $clk_period * $clk_io_pct] -clock clk0 [all_outputs]
==> flow_results.org <==
#+TITLE: Synthesis and PnR summary

** Route
- DRT Wirelength :: 1722 um
- Antenna fix cells :: 0
- Residual DRC :: 0
- Iteration-0 DRC Markers :: 30
- Via count :: 570
- Vias per cell :: 3.585
- The script logs the mean routed wire length per placed instance as 10.83 um.
- Nets still carrying antenna violations after routing amount to 0.
- According to the report, the first pass of detailed routing completed in 4 iterations.

** Global route
- Global-route wire length before repair :: 3056 um
- Entering global routing, the biggest net connects 16 pins.
- The total overflow left after global routing is 0.
- Summed over all routing layers, the global router reports a total usage of 0.04212.
- The via count of the first global-routing pass was 616.
- Global route hottest layer :: met2
- Met1 track demand over resource :: 0.05821
- Antenna violations before repair :: 0
- Met3 track utilization from global routing :: 0.01454
- Met2 demand-to-capacity share in global routing :: 0.06279

** Power and ir drop
- Total power of the final layout :: 2.353 mW
- Reported leakage power :: 0.4656 nW
- Across the VDD grid, the largest voltage drop is 0.5899 mV.
- Power spread over the standard cell area amounts to 2060 nW/um^2.

** Logic synthesis
- Dominant synthesized flop cell :: sky130_fd_sc_hd__dfrtp_1
- The synthesized netlist was found by Yosys to have 63 cells.
- Synthesis produced a netlist whose cell count is 63.
- Async S/R FF share, synth :: 1.000
- Among the non-sequential cells, simple AND/OR/NAND/NOR gates take the most area.
- Fa+ha+maj area frac :: 0.03101
- The gate-level netlist out of Yosys references 28 unique cell types.
- Compound Share, Synth :: 0.06202
- Sequential share of the synthesized area :: 0.4651
- Simple Share, Synth :: 0.1860
- For reference, the post-synthesis area per instance comes to 12.81 sq um.
- Per the synthesis report, the XOR/XNOR share of the synthesized area is 0.09302.
- During synthesis, Yosys emitted a total of 0 warnings.
- Multiplexer share :: 0.1519
- Post-synth tally of flip-flops with integrated enable :: 0
- The synthesis stat section lists a flop and latch total of 15.
- Synthesized cell area :: 807.0 sq um
- Total cell area reported by yosys after synthesis :: 807.0 sq um

** CTS
- Clock sinks :: 15
- Cts bufs inserted :: 3
- Clock tree from TritonCTS :: done
- In this run the number of H-tree levels came out at 1.
- As reported, the later end of the worst-skew pair has a clock insertion delay of 0.25 ns.
- The report puts the hold buffer count at CTS at 0.
- Register clock-pin slew on the reported worst setup and hold paths :: 0.06 ns
- Max Buffers Root-to-Sink :: 2
- The tree is rooted in a sky130_fd_sc_hd__clkbuf_8.

** Final timing
- Max-slew headroom :: 0.8712
- Final hold viol count :: 0
- Count of endpoints failing setup in the final report :: 0
- Setup repair after global routing left no endpoint under its margin.
- Fin worst setup slack :: 0.09959 ns
- Worst clock skew :: 0.004057 ns
- The final max-slew violation count recorded for this run is 0.
- Post-layout period usage :: 0.9378
- Least-Margin Pin Slew :: 0.1915 ns
- Minimum clock period :: 1.500 ns
- Static timing analysis puts the maximum clock frequency at 666.5 MHz.

** Die
- The initial utilization of the core area, before any placement, comes to 0.1550.
- Measured along the y axis, the die boundary spans 94 um.
- According to the floorplan report, the placeable core area is 5205 sq um.
- Top Ports :: 15
- The die covers 8836 sq um.
- After floorplanning, the core was divided into 26 placement rows.
- Die boundary width :: 94 um

** Worst setup path
- Crit start category :: flip-flop
- Worst r2r path cells :: 3
- Looking at the setup timing report, the critical path kind is flip-flop to flip-flop.
- Levels on crit path :: 3
- Biggest cell delay along the critical path :: 0.44 ns
- OpenSTA lists the critical path startpoint as counter[0]$_DFFE_PN0P_.
- Worst setup EP type :: flip-flop
- Critical Path Slowest Stage Cell :: sky130_fd_sc_hd__dfrtp_1
- Crit path to :: data[4]$_DFFE_PN0P_
- Data on the critical path is required at its endpoint by 1.73 ns.
- Largest fanout on the critical path :: 7
- Reg2reg end :: data[4]$_DFFE_PN0P_
- Number of buffers and inverters on the critical path :: 0
- On the critical path the data arrives at 1.63 ns.
- Cell type group with the largest total delay on the critical path :: simple AND/OR/NAND/NOR gates
- STA reports a reg2reg setup slack of 0.1 ns.
- CP cell instances :: or3_4 -> nor3b_2 -> mux2_1
- The startpoint identified for the worst register-to-register timing path is counter[0]$_DFFE_PN0P_.

** Flow run
- Per the run summary, max-cap violations total 0.
- The logs give a warning total of 25.

** Final layout
- Excluding fillers, the count of instances in the completed layout stands at 159.
- From synthesis to final layout, the design area changed by 41.55%.
- Most frequently placed logic cells in the final layout :: 15 x sky130_fd_sc_hd__dfrtp_1, 13 x sky130_fd_sc_hd__clkdlybuf4s50_1, 9 x sky130_fd_sc_hd__mux2_2, 9 x sky130_fd_sc_hd__buf_4
- Area taken by multi-input logic gates :: 422.9 sq um
- Fraction of final layout cells sized beyond drive strength 1 :: 0.3258
- Tally of filler cells in the layout :: 561
- Post-route cell area :: 1142 sq um
- Top cell excl fill/tap :: sky130_fd_sc_hd__dfrtp_1
- Across the whole layout, storage elements account for 375.4 sq um.

** Placement
- In this run the cell area measured after placement is 1097 sq um.
- Number of buffers added on ports :: 14
- Placed cell count :: 155
- Minimum setup slack after placement :: -0.3017 ns
- GP Congestion :: 0.7555
- HPWL after detailed placement :: 1338 um

** Worst hold path
- The most critical min-delay path falls under input port to asynchronous set/reset pin.

** Status
- The run finished with clean final reports.
[cells by family after synthesis]
group,Yosys count
AND-OR/OR-AND,5
XOR/XNOR,7
adder cells (fa/ha/maj),2
buffers and inverters,2
flip-flops,15
multiplexers,11
AND/OR/NAND/NOR,21
[per-layer routing]
metal / wire length, um / vias to the layer above
li1: - / 275
met1: 856 / 282
met2: 726 / 11
met3: 124 / 2
met4: 14 / 0
met5: 0 / -
[worst min-delay path by stage]
stage,start,end,slack (ns)
after CTS,reset_n,counter[1]$_DFFE_PN0P_,0.39
after global routing,reset_n,counter[1]$_DFFE_PN0P_,0.39
final,reset_n,counter[1]$_DFFE_PN0P_,0.38
[report_power, final]
group | leakage, nW | total [mW] | switching [mW] | internal [mW]
registers | 0.180 | 0.747 | 0.179 | 0.568
clock network | 0.0255 | 0.309 | 0.137 | 0.172
logic | 0.260 | 1.30 | 0.432 | 0.865
total | 0.466 | 2.35 | 0.747 | 1.61
[metrics by stage]
step	TNS (ns)	hold WS (ns)	utilization
2_1_floorplan	0	0.02441	-
3_3_place_gp	-1.335	0.5365	0.2108
3_5_place_dp	-1.337	0.5444	0.2108
4_1_cts	0	0.3883	0.2195
5_1_grt	0	0.3922	0.2195
6_report	0	0.3781	0.2195
[synth_stat cells, types with 2 or more instances]
library cell	n	area, sq um
sky130_fd_sc_hd__dfrtp_1	15	375.4
sky130_fd_sc_hd__mux2_2	9	101.4
sky130_fd_sc_hd__nand2_1	2	7.510
sky130_fd_sc_hd__xnor2_1	4	35.03
sky130_fd_sc_hd__nor3b_2	2	25.02
sky130_fd_sc_hd__nand3b_1	4	30.03
sky130_fd_sc_hd__xor2_1	2	17.52
sky130_fd_sc_hd__nor2_1	3	11.26
sky130_fd_sc_hd__nand2b_1	2	12.51
sky130_fd_sc_hd__ha_1	2	25.02
[layout make-up]
class | instances | share of cell area
timing repair buffer | 23 | 0.1807
sequential | 15 | 0.3286
multi-input combinational | 46 | 0.3702
clock inverter | 1 | 0.004381
clock buffer | 3 | 0.03614
inverter | 1 | 0.003286
tap | 70 | 0.07667
[state kept, by name, summed over array words and instances (netlist names)]
signal,cells
parity_error,1
active,1
data,8
counter,4
data_valid,1
[repair_timing]
item | 4_1_cts | 5_1_grt
buffers inserted | 0 | 0
resized | 1 | 0
endpoints found under the setup margin | 2 | 0
[worst reg2reg max path: cells and delay by family (launching register included)]
family | cells | cell delay [ns]
flip-flops | 1 | 0.44
multiplexers | 1 | 0.34
AND/OR/NAND/NOR | 2 | 0.60
Power and IR drop assume default switching activity.
